$ cat /design/flow/config.mk
export PLATFORM = sky130hd
export DESIGN_NAME = midpoint
export DESIGN_NICKNAME = midpoint
export VERILOG_FILES = /design/flow/design.v
export SDC_FILE = /design/flow/constraint.sdc
export NUM_CORES = 4
export LEC_CHECK = 1
export CORE_AREA = 10 10 108 108
export DIE_AREA = 0 0 118 118
$ cat /design/flow/constraint.sdc
current_design midpoint

set clk_period 1.4
set clk_io_pct 0.2

create_clock -name clk0 -period $clk_period [get_ports {clk}]

set non_clock_inputs [all_inputs -no_clocks]
set_input_delay [expr $clk_period * $clk_io_pct] -clock clk0 $non_clock_inputs
set_output_delay [expr $clk_period * $clk_io_pct] -clock clk0 [all_outputs]
$ cat /design/flow/design.v
module inputconditioner
(
input 	    clk,             
input	    noisysignal,     
output reg  conditioned,     
output reg  positiveedge,    
output reg  negativeedge     
);
    parameter counterwidth = 3;  
    parameter waittime = 3;      
    reg[counterwidth-1:0] counter = 0;
    reg synchronizer0 = 0;
    reg synchronizer1 = 0;
    reg prevconditioned = 0;
    always @(posedge clk ) begin
        positiveedge=0;
        negativeedge=0;
        if(conditioned == synchronizer1)
            counter <= 0;
        else begin
            if( counter == waittime) begin
                counter <= 0;
                conditioned <= synchronizer1;
            end
            else 
                counter <= counter+1;
        end
        if(prevconditioned == 1 & conditioned == 0) begin
            negativeedge = 1;
        end
        if(prevconditioned == 0 & conditioned == 1) begin
            positiveedge = 1;
        end
        synchronizer0 <= noisysignal;
        synchronizer1 <= synchronizer0;
        prevconditioned <= conditioned;
    end
endmodule
module shiftregister
#(parameter width = 8)
(
input               clk,                 
input               peripheralClkEdge,   
input               parallelLoad,        
input  [width-1:0]  parallelDataIn,      
input               serialDataIn,        
output [width-1:0]  parallelDataOut,     
output              serialDataOut        
);
    reg [width-1:0]      shiftregistermem;
    assign parallelDataOut = shiftregistermem;
    assign serialDataOut = shiftregistermem[width-1];
    always @(posedge clk) begin
        if (parallelLoad) begin
            shiftregistermem <= parallelDataIn;
        end
        else if (peripheralClkEdge) begin
            shiftregistermem = {shiftregistermem[width-2:0], serialDataIn};
        end
    end
endmodule
module midpoint
#(parameter width = 8)
(
input              clk,
input              parallelLoad,
input [width-1:0]  parallelDataIn,
input              serialDataIn,
input              peripheralClkEdge,
output [width-1:0] parallelDataOut,
output             serialDataOut
);
  inputconditioner parallelLoadConditioner(clk, parallelLoad, cleanParallelLoad, posedgeParallelLoad, negedgeParallelLoad);
  inputconditioner serialDataInConditioner(clk, serialDataIn, cleanSerialDataIn, posedgeSerialDataIn, negedgeSerialDataIn);
  inputconditioner peripheralClkEdgeConditioner(clk, peripheralClkEdge, cleanPeripheralClkEdge, posedgePeripheralClkEdge, negedgePeripheralClkEdge);
  shiftregister #(8) register(.clk(clk),
                              .peripheralClkEdge(posedgePeripheralClkEdge),
                              .parallelLoad(negedgeParallelLoad),
                              .parallelDataIn(parallelDataIn),
                              .serialDataIn(cleanSerialDataIn),
                              .parallelDataOut(parallelDataOut),
                              .serialDataOut(serialDataOut));
endmodule
$ cat /design/flow/run.sh
#!/bin/bash
# OpenROAD 26Q1-2900-gdf79404cd8, Yosys 0.63+post, stock flow scripts
make -C /OpenROAD-flow-scripts/flow DESIGN_CONFIG=/design/flow/config.mk WORK_HOME=/design/flow/orfs finish
==> flow_metrics.env <==
# implementation run metrics
export IMPL_setup_violations=0
export IMPL_max_slew_margin=0.720
export IMPL_vias_per_cell=2.50
export IMPL_drv_cap=0
export IMPL_gp_congestion=0.688
export IMPL_setup_tns_final_ns=0
export IMPL_syn_area_mm2=0.00108
export IMPL_ys_cells=67
export IMPL_rsz0062_at_grt="false"
export IMPL_slowest_delay_ns=0.41
export IMPL_required_ns=1.12
export IMPL_final_max_slew_viol_count=0
export IMPL_cp_num_buf_inv=1
export IMPL_fin_util=0.169
export IMPL_lay_top_count="dfxtp_1"
export IMPL_final_hold_viol_count=0
export IMPL_drt_initial_drc_count=13
export IMPL_min_period_ns=1.22
export IMPL_cts_root_buffer="clkbuf_8"
export IMPL_grt_antenna_before_repair=0
export IMPL_critical_path_top_delay_family="flip-flops"
export IMPL_grt_pass1_vias=581
export IMPL_cp_max_fo=2
export IMPL_logic_area_um2=343
export IMPL_outcome="completed"
export IMPL_grt_ovfl_total=0
export IMPL_gr_usage_met2=0.0371
export IMPL_peakVddDrop_mv=0.462
export IMPL_busiest_layer="met2"
export IMPL_coreArea_mm2=0.00928
export IMPL_p_leak_nw=0.643
export IMPL_post_place_cells=217
export IMPL_place_detailed_hpwl_mm=1.33
export IMPL_numPortBuffers=20
export IMPL_netlist_instances=67
export IMPL_most_common_layout_cells="dfxtp_1, clkdlybuf4s50_1, edfxtp_1"
export IMPL_yosysUniqueCellTypes=14
export IMPL_detail_route_antenna_nets=0
export IMPL_startpoint_type="flip-flop"
export IMPL_cpMaxStageDelayCell="edfxtp_1"
export IMPL_clock_path_buffers=2
export IMPL_warning_count=25
export IMPL_dieHeight_um=118
export IMPL_nFillCells=1035
export IMPL_setup_ws_ns=0.180
export IMPL_ctsHtreeMaxLevel=2
export IMPL_rrSetupSlack_ns=0.24
export IMPL_worstSetupPathType="reg2out"
export IMPL_clk_pin_slew_worst_paths_ns=0.07
export IMPL_min_path_cells=0
export IMPL_die_area_mm2=0.0139
export IMPL_totalPowerFinal_mw=1.89
export IMPL_dr_pass1_iters=2
export IMPL_clkLatencyLatePin_ns=0.28
export IMPL_ys_warn_count=11
export IMPL_fp_util=0.117
export IMPL_avgSynthCellArea_um2=16.2
export IMPL_wl_per_cell_um=7.84
export IMPL_seq_area_um2=711
export IMPL_dieWidth_um=118
export IMPL_seq_area_frac_synth=0.656
export IMPL_pwr_density_cell_mw_per_mm2=1210
export IMPL_grt_use_total=0.0264
export IMPL_drt_wl_total_mm=1.79
export IMPL_crit_chain="dlygate4sd2_1"
export IMPL_fin_skew_ns=0.00447
export IMPL_arrival_ns=0.94
export IMPL_hold_class="reg2reg"
export IMPL_syn2layout_area_growth_pct=45.0
export IMPL_met3_usage=0.0156
export IMPL_whs_endpoint="peripheralClkEdgeConditioner.synchronizer1"
export IMPL_r2r_cells=3
export IMPL_pre_cts_ws_ns=0.155
export IMPL_finalCritPeriodShare=0.872
export IMPL_route_antenna_diode_count=0
export IMPL_grt_max_degree=12
export IMPL_regToRegStartpoint="peripheralClkEdgeConditioner.counter[0]"
export IMPL_cts_tree="done"
export IMPL_max_freq_mhz=819
export IMPL_numSynthFlops=30
export IMPL_worst_pin_slew_ns=0.419
export IMPL_post_layout_nonfiller_instances=228
export IMPL_drc=0
export IMPL_r2r_end="peripheralClkEdgeConditioner.conditioned"
export IMPL_worstSetupEndpointType="output port"
export IMPL_numCtsBuffers=5
export IMPL_grt_pass1_wl_mm=2.98
export IMPL_min_delay_start="peripheralClkEdgeConditioner.synchronizer0"
export IMPL_ys_area_mm2=0.00108
export IMPL_pin_count=21
export IMPL_grt_use_met1=0.0349
export IMPL_via_count=570
export IMPL_row_count=35
export IMPL_cts_sinks=30
export IMPL_final_layout_size_suffix_gt1_frac=0.273
[report_power, final]
group	switching (mW)	internal (mW)	leakage [nW]	total, mW
combinational	0.0633	0.133	0.331	0.196
sequential	0.0289	0.981	0.263	1.01
clock	0.339	0.350	0.0484	0.688
total	0.431	1.46	0.643	1.89
[worst max-delay path by stage]
stage	from	to	cells after the start
after CTS	register.shiftregistermem[4]	parallelDataOut[4]	1
after global routing	register.shiftregistermem[3]	parallelDataOut[3]	1
final	register.shiftregistermem[3]	parallelDataOut[3]	1
[cells in the mapped netlist]
cell | number | area (um2)
xnor2_1 | 1 | 8.76
edfxtp_1 | 11 | 330
buf_6 | 1 | 11.3
dfxtp_1 | 19 | 380
buf_4 | 1 | 7.51
nor2b_1 | 4 | 25.0
nor3b_2 | 3 | 37.5
mux2_4 | 8 | 120
xnor2_2 | 2 | 32.5
inv_1 | 3 | 11.3
and2b_1 | 1 | 7.51
or2_1 | 1 | 6.26
ha_1 | 6 | 75.1
nor3_1 | 6 | 30.0
[registers in the layout, summed over array words and instances (netlist names), 3 cells and up]
register	flops
parallelLoadConditioner.counter	3
serialDataInConditioner.counter	3
register.shiftregistermem	8
peripheralClkEdgeConditioner.counter	3
[timing repair]
action,in CTS,in global routing
hold buffers,0,0
setup endpoints to repair,5,6
setup buffers,2,1
gates resized,3,6
[per-layer routing]
layer	part of all wire	routed length [um]
met3	0.076	136
met1	0.52	934
met2	0.40	712
met5	0	0
met4	0.0034	6
[metrics by stage]
step / hold WS [ns] / instance area, um2
after CTS: 0.332 / 1550
after global routing: 0.336 / 1570
after detailed placement: 0.312 / 1450
after floorplan: 0.308 / 1080
final: 0.330 / 1570
after global placement: 0.314 / 1450
[logic make-up (layout without fill, tap and decap cells)]
| kind of cell | after synthesis | in the layout | share of synthesized area |
|---|---|---|---|
| xor gates and xnor gates | 3 | 3 | 0.0381 |
| adders and majority gates | 6 | 6 | 0.0693 |
| buffers and inverters | 5 | 37 | 0.0277 |
| DFF | 30 | 30 | 0.656 |
| muxes | 8 | 8 | 0.111 |
| and+or+nand+nor | 15 | 15 | 0.0982 |
[cell type report]
| type | count | area share |
|---|---|---|
| clock buffer | 5 | 0.0438 |
| clock inverter | 3 | 0.0127 |
| tap | 129 | 0.103 |
| inverter | 3 | 0.00717 |
| sequential | 30 | 0.452 |
| multi-input combinational | 32 | 0.218 |
| timing repair buffer | 26 | 0.163 |
Power is estimated from default activity; no workload was simulated.
